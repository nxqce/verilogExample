## flow/design.v

```verilog
module fifo (
	clock,
	write,
	datain,
	read,
	dataout,
	full,
	empty
	);
	input clock;
	input write, read;
	input [7:0] datain;
	output [7:0] dataout;
	output full, empty;
	reg [7:0] buffer [31:0];
	reg [4:0] wPtr, rPtr;
	reg [5:0] length;
	reg [7:0] dataoutReg;
	reg fullReg, emptyReg;
	wire writeEn, readEn;
	assign dataout = dataoutReg;
	assign full = fullReg;
	assign empty = emptyReg;
	assign writeEn = ~full & write;
	assign readEn = ~empty & read;
	always @(length) begin
		if (length == 5'd0) emptyReg = 1'b1;
		else if (length == 5'd32) fullReg = 1'b1;
		else begin
			emptyReg = 1'b0;
			fullReg = 1'b0;
		end
	end
	always @(posedge clock) begin
		if (writeEn && readEn) begin
			buffer[wPtr] <= datain;
			dataoutReg <= buffer[rPtr];
			wPtr <= wPtr + 1'b1;
			rPtr <= rPtr + 1'b1;
		end
		else if (writeEn) begin
			buffer[wPtr] <= datain;
			wPtr <= wPtr + 1'b1;
			length <= length + 1'b1;
		end
		else if (readEn) begin
			dataoutReg <= buffer[rPtr];
			rPtr <= rPtr + 1'b1;
			length <= length - 1'b1;
		end
		else dataoutReg <= 8'b0;
	end
endmodule
```

## flow/run.sh

```bash
#!/bin/bash
# OpenROAD 26Q1-2900-gdf79404cd8, Yosys 0.63+post, stock flow scripts
make -C /OpenROAD-flow-scripts/flow DESIGN_CONFIG=/design/flow/config.mk WORK_HOME=/design/flow/orfs finish
```

## flow/config.mk

```make
export PLATFORM = sky130hd
export DESIGN_NAME = fifo
export DESIGN_NICKNAME = fifo
export VERILOG_FILES = /design/flow/design.v
export SDC_FILE = /design/flow/constraint.sdc
export NUM_CORES = 4
export LEC_CHECK = 1
export CORE_UTILIZATION = 50
```

## flow/constraint.sdc

```tcl
current_design fifo

set clk_period 5.1
set clk_io_pct 0.2

create_clock -name clk0 -period $clk_period [get_ports {clock}]

set non_clock_inputs [all_inputs -no_clocks]
set_input_delay [expr $clk_period * $clk_io_pct] -clock clk0 $non_clock_inputs
set_output_delay [expr $clk_period * $clk_io_pct] -clock clk0 [all_outputs]
```

==> CHANGELOG.md <==
### Implementation results

* Status: complete, no violations
* Average via count per standard cell at 6.141
* Number of top-level pins at 21
* Cell type with the highest aggregate area in the netlist: sky130_fd_sc_hd__edfxtp_1
* Transition time at the pin with the least slew margin at 743.9 ps
* Layout area overhead at 11.40%
* Share of synthesized area spent on multiplexers at 0.1329
* Cells in synth_stat.txt at 584
* Fillers at 1647
* Final routed wire length divided by cell count at 27.53 um
* Final Hold Viols at 0
* Top Family by Delay on Critical Path: simple AND/OR/NAND/NOR gates
* First DRT Iteration DRCs at 384
* Comb power frac at 0.179
* Yosys top cell area share at 0.7241
* Switching power summed over all nets at 1.564 mW
* XORs/XNORs by Area at 0.01056
* Setup repair after global routing missed its margin: no
* Most common cell in the synthesized netlist: sky130_fd_sc_hd__edfxtp_1
* Number of remaining DRC errors at 0
* Die extent in y at 154.4 um
* End point of the critical path: buffer[17][0]
* Number of H-tree levels at 1
* Worst supply voltage drop on vdd at 0.3281 mV
* Top_reg_cell synth: sky130_fd_sc_hd__edfxtp_1
* Global route overflow at 0
* Reg clk slew, reported paths at 60 ps
* Critical Path Slowest Stage Cell: sky130_fd_sc_hd__nor2_1
* Post-route clock skew at 8.557 ps
* Switching fraction of total power at 0.2599
* Buffer type at the clock tree root: sky130_fd_sc_hd__clkbuf_16
* Number of global-route vias before repair at 6155
* Max-cap violations at 0
* Most used standard cells in the synthesized netlist: sky130_fd_sc_hd__edfxtp_1, sky130_fd_sc_hd__mux4_2, sky130_fd_sc_hd__nor2_1, sky130_fd_sc_hd__nor2b_1, sky130_fd_sc_hd__a211oi_1
* Syn Std Cell Area at 11610 um^2
* Reg2reg end: buffer[17][0]
* Crit path buffers/inverters at 3
* Clock latency at the later pin of the worst-skew pair at 540 ps
* Critical path depth at 8
* Number of unconstrained endpoints at 2
* Hold WS at 538.3 ps
* Total Neg Setup Slack at 0 ps
* Reg2reg path depth at 7
* Overall routing resource usage at 0.2510
* P_leak at 4.166 nW
* Seq pwr share at 0.486
* Reg-to-Reg Start: length[1]
* Placeable core region at 22710 um^2
* Total of endpoints with negative setup slack in the final report at 0
* Routability congestion estimate at 0.9155
* Tcrit/Tclk final at 0.6823
* Count of tool warnings at 29
* Number of register pins that no clock reaches at 1
* Internal power summed over all cells at 4.453 mW
* Width of the die at 154.4 um
* Synth Area in Simple Gates at 0.03955
* Clk pwr share at 0.335
* Min-delay worst type: reg2reg
* Number of routed nets with antenna violations at 0
* Setup slack on the worst flop-to-flop path at 1980 ps
* First-pass GRT wire length at 38140 um
* Power per cell area at 465.2 nW/um^2
* Start-to-end type of the worst setup path: in2reg
* Largest net degree at the start of global routing at 51
* Largest cells by area after synthesis: sky130_fd_sc_hd__edfxtp_1, sky130_fd_sc_hd__mux4_2, sky130_fd_sc_hd__mux4_1
* Number of antenna violations at the first check in global routing at 0
* Total number of yosys warnings at 2
* Row count at 55
* Floorplan utilization at 0.5113
* Number of port buffers at 20
* Data arrival time of the worst path at 3640 ps
* Synthesized instance count at 584
* Max Freq at 0.2874 GHz
* Post-synth cell types at 55
* Number of gates resized after cts at 0
* Antenna cell count at 0
* Critical path startpoint category: input port
* DRT Pass-1 Iters at 5
* Chip footprint at 23840 um^2
* Cells traversed along the worst timing path: clkdlybuf4s50_1, nand2b_1, inv_1, ha_1, inv_1, nand2_1, nand2_1, nor2_1
* Chip Area, Yosys at 11610 um^2
* Total Routed Length at 25460 um
* Adder and majority gate portion of the synthesized area at 0.01358
* Post-CTS repair timing setup buffer count at 0
* Async set-reset flop share out of synthesis at 0
* Data required time at the worst endpoint at 5270 ps
* Compound-cell area share of the yosys netlist at 0.04289
* Cts-stage hold buffer count at 0
* Via count at 5680
* Type of destination of the critical path: register
* Final tally of max-slew violations at 0
* Slowest stage delay, CP at 730 ps
* Half-perimeter wire length after placement at 15640 um
* Crit-path max FO at 9
* Average instance area after synthesis at 19.88 um^2
* CTS Buf Count at 29
* Ratio of cells with drive above 1 in the final layout at 0.1922
* Longest Clk Path Bufs at 3
* Worst setup startpoint: write
* Worst slew margin at 0.5023
* TritonCTS clock tree: yes
* Largest family of logic cells by area: multiplexers
* Flip-flops with a built-in enable at 280
* Number of storage elements in the synthesis netlist at 286
* Final critical-path required period at 3480 ps
## power by group through the flow
stage         logic (mW)  registers (mW)  clock network (mW)
global route        1.16            2.94                2.14
finish              1.07            2.92                2.02
CTS                 1.08            2.93                2.05
## per-stage QoR
stage | util | worst slack, ps | instances | area (um^2) | power (mW)
after floorplan | - | 2327 | 584 | 11610 | 3.717
after global placement | 0.5295 | 1219 | 874 | 12020 | 4.032
after detailed placement | 0.5295 | 1072 | 874 | 12020 | 4.048
after CTS | 0.5696 | 1625 | 925 | 12930 | 6.058
after global routing | 0.5696 | 1403 | 925 | 12930 | 6.245
final | 0.5696 | 1620 | 925 | 12930 | 6.017
## per-layer routing
metal  up-vias  track usage  share of wire
li1       2457            -              -
met4         0      0.04385          0.019
met1      2796       0.3833           0.38
met5         -     0.008282              0
met2       383       0.3604           0.48
met3        44       0.1453           0.13
## how the worst min path moves through the flow
| stage | cells after the start | endpoint | startpoint |
|---|---|---|---|
| CTS | 1 | register | rPtr[4] |
| global route | 1 | register | rPtr[4] |
| finish | 1 | register | rPtr[4] |
## layout make-up
class / instances / area [um^2] / area share
clock buffers: 32 / 737.0 / 0.05697
clock inverters: 19 / 173.9 / 0.01345
inverters: 16 / 60.06 / 0.004643
multi-input cells: 254 / 2780 / 0.2149
flip-flops and latches: 286 / 8529 / 0.6594
well taps: 285 / 356.6 / 0.02757
repair buffers: 33 / 297.8 / 0.02302
## flip-flops by register name (all words and copies together), names as in the netlist, named ones only
register / count
fullReg: 1
length: 6
wPtr: 5
dataoutReg: 8
rPtr: 5
buffer: 256
## placed cells by master, fill, tap and decap left out, types with 2 or more instances in the layout
master,synthesis,final
sky130_fd_sc_hd__a2111oi_1,6,6
sky130_fd_sc_hd__a21oi_1,3,3
sky130_fd_sc_hd__bufinv_16,0,3
sky130_fd_sc_hd__buf_4,3,13
sky130_fd_sc_hd__nand3b_1,4,4
sky130_fd_sc_hd__nand3_1,6,6
sky130_fd_sc_hd__nor2_1,35,35
sky130_fd_sc_hd__a211oi_1,16,16
sky130_fd_sc_hd__inv_1,15,15
sky130_fd_sc_hd__clkinv_1,0,5
sky130_fd_sc_hd__ha_1,11,11
sky130_fd_sc_hd__a22oi_1,2,2
sky130_fd_sc_hd__xnor2_1,9,9
sky130_fd_sc_hd__mux4_1,14,14
sky130_fd_sc_hd__dfxtp_2,0,2
sky130_fd_sc_hd__clkbuf_16,0,29
sky130_fd_sc_hd__o31a_1,6,6
sky130_fd_sc_hd__clkinv_2,0,8
sky130_fd_sc_hd__nand2b_1,2,2
sky130_fd_sc_hd__clkinv_4,0,2
sky130_fd_sc_hd__o22ai_1,6,6
sky130_fd_sc_hd__dfxtp_1,5,2
sky130_fd_sc_hd__mux2_2,12,12
sky130_fd_sc_hd__a2111oi_2,2,2
sky130_fd_sc_hd__xor2_1,5,5
sky130_fd_sc_hd__edfxtp_1,280,280
sky130_fd_sc_hd__a2111oi_0,5,5
sky130_fd_sc_hd__or3b_2,2,2
sky130_fd_sc_hd__clkbuf_1,5,3
sky130_fd_sc_hd__mux2i_1,9,9
sky130_fd_sc_hd__nor2b_1,22,22
sky130_fd_sc_hd__nand2_1,14,14
sky130_fd_sc_hd__mux4_2,41,41
sky130_fd_sc_hd__clkdlybuf4s50_1,0,20
## cells by family after synthesis
kind of cell,count (synthesis)
latches,1
adders and majority gates,12
muxes,78
buffers and inverters,44
and+or+nand+nor,92
DFF,285
xor gates and xnor gates,14
AOI/OAI and AO/OA,58
## worst reg2reg max path: stages, from the launching register on
cell	delay (ps)
sky130_fd_sc_hd__edfxtp_1	420
sky130_fd_sc_hd__or4_4	570
sky130_fd_sc_hd__o31a_4	320
sky130_fd_sc_hd__ha_1	250
sky130_fd_sc_hd__inv_1	130
sky130_fd_sc_hd__nand2_1	230
sky130_fd_sc_hd__nand2_1	550
sky130_fd_sc_hd__nor2_1	350
Power figures rest on the tool's default switching activity, not on a simulated workload.
