<file path="design/flow/run.sh">
#!/bin/bash
# OpenROAD 26Q1-2900-gdf79404cd8, Yosys 0.63+post, stock flow scripts
make -C /OpenROAD-flow-scripts/flow DESIGN_CONFIG=/design/flow/config.mk WORK_HOME=/design/flow/orfs finish
</file>
<file path="design/flow/config.mk">
export PLATFORM = sky130hd
export DESIGN_NAME = fifo_32
export DESIGN_NICKNAME = fifo_32
export VERILOG_FILES = /design/flow/design.v
export SDC_FILE = /design/flow/constraint.sdc
export NUM_CORES = 4
export LEC_CHECK = 1
export CORE_UTILIZATION = 40
</file>
<file path="design/flow/constraint.sdc">
current_design fifo_32

set clk_period 9.9
set clk_io_pct 0.2

create_clock -name clk0 -period $clk_period [get_ports {clock}]

set non_clock_inputs [all_inputs -no_clocks]
set_input_delay [expr $clk_period * $clk_io_pct] -clock clk0 $non_clock_inputs
set_output_delay [expr $clk_period * $clk_io_pct] -clock clk0 [all_outputs]
</file>
<file path="design/flow/design.v">
module fifo_32(
	clock,
	write,
	datain,
	read,
	dataout,
	full,
	empty
	);
	input clock;
	input write, read;
	input [7:0] datain;
	output [7:0] dataout;
	output full, empty;
	reg [7:0] buffer [31:0];
	reg [5:0] wPtr, rPtr;
	reg [7:0] dataoutReg;
	wire writeEn, readEn;
	wire [4:0] wAddr, rAddr;
	assign dataout = dataoutReg;
	assign rAddr = rPtr[4:0];
	assign wAddr = wPtr[4:0];
	assign full = (wPtr[5] != rPtr[5]) && (wAddr == rAddr);
	assign empty = (wPtr == rPtr);
	assign writeEn = ~full & write;
	assign readEn = ~empty & read;
	always @(posedge clock) begin
		if (writeEn) begin
			buffer[wAddr] <= datain;
			wPtr <= wPtr + 1'b1;
		end
	end
	always @(posedge clock) begin
		if (readEn) begin
			dataoutReg <= buffer[rAddr];
			rPtr <= rPtr + 1'b1;
		end
		else dataoutReg <= 8'b0;
	end
endmodule
</file>
==> out/qor.yml <==
layout.cell_area.non_filler_um2: 12400
most_numerous_cell_on_the_critical_path: "and3_1"
initial_antenna_violation_count: 0
timing.critical_path.required_ns: 7.92
ios: 21
critical_path.startpoint_type: "flop"
area_growth_pct: 14.8
netlist-cell-type-count: 31
post-synth-top-count-cell: "edfxtp_1"
worst_hold_path.num_cells: 1
crit_chain: "xnor2_1 -> and3_1 -> and3_1 -> clkdlybuf4s50_1"
leakage_nw: 3.92
met2_wirelength_um: 10600
clkTransAtPathRegs_ns: 0.07
h-tree-depth: 1
hold_slack_final_ns: 0.650
cts.sinks: 276
startpoint: "wPtr[2]"
worst_ir_drop_vdd_mv: 0.150
globalRouteTotalUtil_pct: 19.1
holdCritStartpoint: "wPtr[5]"
drc: 0
grt_remaining_overflow: 0
timing.critical_path.slowest_cell_delay_ns: 0.60
initialDrtViolationCount: 280
critPathCaptureType: "output pin"
dr.max_layer_used: "met4"
die_area_um2: 27600
io_buffers: 20
tightestPinTransition_ns: 1.00
via_count: 5038
setup_viol_count_final: 0
cts-resized-gates: 0
syn_area_um2: 10800
area_leaders: "edfxtp_1 75%, mux4_2 13%, a22oi_1 2.2%"
status: "completed"
share_of_cells_above_drive_strength_1_pct: 24.1
num-fill-cells: 2092
grt_setup_unrepaired: "no"
grt_max_degree: 67
worstRegToRegCells: 6
p_per_area_nw_per_um2: 221
rows: 59
timing_worst_setup_path_type: "flop to output pin"
dieWidth_um: 166
dp_hpwl_um: 13800
synth.yosys.seq_area_share_pct: 76.1
maxSlewViolCount: 0
adder_share_pct: 0.580
cts_tree: "done"
openroad_warnings: 28
ys_sh_mux_pct: 13.4
rr_startpoint: "rPtr[0]"
avgSynthCellArea_um2: 20.9
router_iterations_before_antenna_repair: 4
die-height_um: 166
cts-buffers-inserted: 28
drt_wl_total_um: 22600
slew_headroom_pct: 32.9
synth_cells: 515
num_antenna_cells: 0
count_of_library_flops_with_an_enable_pin: 268
crit_path_top_delay_cell: "edfxtp_1"
critPathMaxFanout: 12
floorplanUtilization_pct: 41.0
clock_latency_ns: 0.53
cts_root_buf: "clkbuf_16"
core-area_um2: 26300
simple_gate_area_share_pct: 3.10
detailed_place.area_um2: 11300
cap_violations: 0
ys_async_sr_fraction_pct: 0
synth.comb.largest_family: "multiplexers"
post_synth_most_frequent_cells: "268 x edfxtp_1, 64 x mux4_2, 37 x nor2_1"
detail_route.vias_per_cell: 5.52
ant_nets: 0
post_cts_buffers: 0
detail_route.wl_per_cell_um: 24.8
critPathArrivalTime_ns: 2.30
synthXorXnorAreaFrac_pct: 1.21
finalWorstPathRequiredPeriod_ns: 4.28
timing.fmax_ghz: 0.234
ys_seq_elements: 276
gpl_congestion: 0.886
met3_length_um: 3090
finalSetupTns_ns: 0
synth.yosys.warnings: 1
ff_type: "edfxtp_1"
number_of_endpoints_with_negative_hold_slack_in_the_final_report: 0
share_of_yosys_cell_area_claimed_by_the_top_area_cell_type_pct: 74.6
yosys.stat.chipArea_um2: 10800
compound_area_share_pct: 3.75
cts_hold_buffers: 0
finalCritPeriodShare_pct: 43.2
wire_length_of_the_first_global_routing_pass_um: 35300
synthDominantAreaCellType: "edfxtp_1"
clock_tree_buffer_depth: 3
total_routed_wire_length_on_the_met1_layer_um: 8290
yosys-stat-cells: 515
grt_pass1_vias: 5849
clock-skew-final_ns: 0.00867
hold_path_class: "flop to flop"
[metal layers]
layer  global-route usage, %  vias to the layer above
met5                       0                        -
met4                    3.90                        0
met3                    12.4                       38
met2                    28.1                      300
met1                    25.4                     2493
li1                        -                     2207
[cells by family (layout without fill, tap and decap cells)]
group	after synthesis	count (layout)
buffers and inverters	32	94
adder cells (fa/ha/maj)	5	5
flip-flops	276	276
multiplexers	64	64
XOR/XNOR	14	14
AND-OR/OR-AND	47	47
AND/OR/NAND/NOR	77	77
[cells in the final DEF, fill, tap and decap left out, drive strengths merged, types with 10 or more instances in the layout]
master / n
nor2: 37
a22oi: 32
edfxtp: 268
mux4: 64
clkbuf: 33
buf: 18
clkdlybuf4s50: 20
xnor2: 10
nand2: 21
[registers in the layout, indices dropped and copies added (netlist names)]
register,cells
rPtr,6
buffer,256
dataoutReg,8
wPtr,6
[through the flow]
step | setup WS [ns] | cells | total power [W] | utilization, %
floorplan | 6.88 | 515 | 0.00152 | -
global placement | 6.04 | 860 | 0.00162 | 43.2
detailed placement | 5.93 | 860 | 0.00162 | 43.2
CTS | 5.58 | 912 | 0.00276 | 47.1
global route | 5.46 | 912 | 0.00284 | 47.1
finish | 5.62 | 912 | 0.00274 | 47.1
[cell type report]
type | count | area [um2] | share of cell area, %
Sequential cell | 276 | 8210 | 66.3
Inverter | 4 | 15.0 | 0.121
Multi-Input combinational cell | 207 | 2370 | 19.2
Clock inverter | 19 | 265 | 2.14
Timing Repair Buffer | 38 | 335 | 2.71
Clock buffer | 33 | 771 | 6.22
Tap cell | 335 | 419 | 3.38
[path summary, 6_finish.rpt]
path,slack (ns),to
worst max-delay path,5.62,empty
worst min-delay path,0.65,wPtr[5]
worst max register to register,6.90,dataoutReg[4]
worst min register to register,0.65,wPtr[5]
[power breakdown]
| part | total (W) | internal (W) | switching [W] |
|---|---|---|---|
| sequential | 0.00134 | 0.00132 | 0.0000218 |
| combinational | 0.000253 | 0.000107 | 0.000146 |
| clock | 0.00114 | 0.000715 | 0.000430 |
[critical path, delay by kind of cell, from the launching register on]
family                 cells  cell delay [ns]
AND/OR/NAND/NOR            2             0.44
XOR/XNOR                   1             0.25
buffers and inverters      1             0.47
flip-flops                 1             0.60
Power figures rest on the tool's default switching activity, not on a simulated workload.
